==> design.v <==
`timescale 1ns / 1ps
module clk_divider(
	input clk,
	input reset,
	output reg divided_clock
    );
parameter toggle_value = 4999999;  
reg[32:0] cnt;
always@(posedge clk or posedge reset)
begin
	if (reset==1) begin
		cnt <= 0;
		divided_clock <= 0;
	end
	else begin
		if (cnt==toggle_value) begin
			cnt <= 0;
			divided_clock <= ~divided_clock;
		end
		else begin
			cnt <= cnt +1;
			divided_clock <= divided_clock;		
		end
	end
end
endmodule
==> run.sh <==
#!/bin/bash
# OpenROAD 26Q1-2900-gdf79404cd8, Yosys 0.63+post, stock flow scripts
make -C /OpenROAD-flow-scripts/flow DESIGN_CONFIG=/design/flow/config.mk WORK_HOME=/design/flow/orfs finish
==> config.mk <==
export PLATFORM = sky130hd
export DESIGN_NAME = clk_divider
export DESIGN_NICKNAME = clk_divider
export VERILOG_FILES = /design/flow/design.v
export SDC_FILE = /design/flow/constraint.sdc
export NUM_CORES = 4
export LEC_CHECK = 1
export CORE_UTILIZATION = 30
==> constraint.sdc <==
current_design clk_divider

set clk_period 5.1
set clk_io_pct 0.2

create_clock -name clk0 -period $clk_period [get_ports {clk}]

set non_clock_inputs [all_inputs -no_clocks]
set_input_delay [expr $clk_period * $clk_io_pct] -clock clk0 $non_clock_inputs
set_output_delay [expr $clk_period * $clk_io_pct] -clock clk0 [all_outputs]
==> flow_summary_export.csv <==
group,metric,value,unit
outcome,status,"finished, final reports clean",
yosys,ys_seq_elements,34,
drt,drc,0,
final_timing,setup_tns,0,ns
placed_design,dp_hpwl,1930,µm
die,dieArea,0.00604,mm²
clock_tree,numCtsBuffers,5,
drt,vias,1123,
clock_tree,holdBufCountCts,0,
setup_path,slowest_stage,"clkdlybuf4s50_1",
clock_tree,insertion_delay,0.28,ns
finish,layout.area.comb,801,µm²
final_timing,fin_skew,0.00791,ns
drt,totalWireLength,2950,µm
yosys,netlist_instances,158,
finish,drive_above_1_share,14.0,%
setup_path,cpPeakStageDelay,0.46,ns
hold_path,hold_path.class,"register to register",
die,die_h,77.7,µm
setup_path,cp_top_family,"buffers and inverters",
drt,drt-pass1-iter-count,4,
die,fp_util,31.2,%
global_routing,grt_first_pass_wirelength,5520,µm
global_routing,grt_pass1_vias,1180,
die,coreArea,0.00551,mm²
global_routing,overflow,0,
clock_tree,clockRootBuffer,"clkbuf_8",
power_and_ir_drop,seq_power_share,56.4,%
clock_tree,path_clk_slew,0.07,ns
power_and_ir_drop,power.internal,0.000380,W
power_and_ir_drop,power.switching,0.0000981,W
yosys,ys_warn_count,1,
power_and_ir_drop,power_leakage,0.868,nW
power_and_ir_drop,switching_share,20.5,%
drt,avgRoutedWirePerCell,12.5,µm
power_and_ir_drop,ir_drop,0.203,mV
final_timing,max_freq,468,MHz
global_routing,globalRouteTotalUtil,11.7,%
placed_design,io_buffers,2,
drt,drtIter0Drc,71,
placed_design,gp_congestion,0.795,
yosys,yosys_area,0.00172,mm²
global_routing,antenna_found_initial,0,
final_timing,period_needed,2.14,ns
placed_design,placed_area,0.00180,mm²
setup_path,crit_path_max_fanout,2,
placed_design,place_inst,228,
setup_path,required,4.08,ns
die,pin_count,3,
final_timing,fin_crit_sh,41.9,%
setup_path,critPathLaunchType,"register",
clock_tree,clock_sinks,34,
clock_tree,cts_setup_buffers,0,
finish,stdcell_count,236,
setup_path,crit_buf_inv,1,
final_timing,relSlewSlack,58.7,%
job,warnings,25,
drt,antenna_cells,0,
yosys,postSynthAreaPerCell,10.9,µm²
finish,seq_area,851,µm²
clock_tree,htree_num_levels,2,
setup_path,path_cells,"clkdlybuf4s50_1",
setup_path,worstSetupPathType,"register to output pin",
yosys,yosysUniqueCellTypes,33,
setup_path,cp-end-kind,"output pin",
clock_tree,cts_buffer_depth,2,
yosys,netlist_area,0.00172,mm²
finish,area_delta_synth_final,10.1,%
finish,n_fill_cell,536,
final_timing,final_max_slew_viol_count,0,
clock_tree,cts_tree,"done",
yosys,ys_cells,158,
yosys,ys_seq_share,49.5,%
final_timing,setup_viol,0,
setup_path,arrival,1.12,ns
final_timing,rsz0062_at_grt,"no",
global_routing,grt_max_degree,35,
final_timing,max_slew.worst_pin.slew,0.614,ns
power_and_ir_drop,p_clk_share,42.3,%
drt,via_per_inst,4.76,
die,row_count,27,
finish,fin_area,0.00189,mm²
clock_tree,ctsResizeCount,0,
final_timing,hold_viol,0,
power_and_ir_drop,cellPowerDensity,252,mW/mm²
drt,ant_nets,0,
die,die_w,77.7,µm
power_and_ir_drop,p_comb_share,1.3,%
job,drv_cap,0,
[cell families (layout without fill, tap and decap cells)]
| kind of cell | Yosys count | after routing | synth area share [%] |
|---|---|---|---|
| buf+inv | 13 | 19 | 4.00 |
| simple gates | 74 | 74 | 28.4 |
| flops | 34 | 34 | 49.5 |
| compound gates | 8 | 8 | 3.20 |
| xor+xnor | 28 | 28 | 14.3 |
| fa+ha+maj | 1 | 1 | 0.727 |
[area by class of cell]
cell class,count,area share (%)
repair buffers,4,1.85
clock inverters,1,0.264
inverters,7,1.39
multi-input cells,111,42.3
well taps,72,4.76
flip-flops and latches,34,44.9
clock buffers,7,4.56
[power groups by stage]
stage         sequential (W)  combinational (W)  clock (W)
CTS                 0.000270         0.00000693   0.000209
global route        0.000269         0.00000767   0.000223
finish              0.000270         0.00000630   0.000202
[per-layer routing]
metal / GRT usage, % / wire, µm / share of wire [%] / vias to the layer above
li1: - / - / - / 577
met1: 18.3 / 1570 / 53 / 534
met2: 17.4 / 1250 / 42 / 8
met3: 2.63 / 80 / 2.7 / 4
met4: 1.70 / 46 / 1.6 / 0
met5: 0 / 0 / 0 / -
[path summary, 6_finish.rpt]
check / from / end / slack (ns) / cells after the start
max in group asynchronous: reset / cnt[23] / 3.67 / 3
min in group asynchronous: reset / cnt[10] / 1.12 / 3
worst min register to register: cnt[32] / cnt[32] / 0.47 / 1
worst max register to register: cnt[0] / cnt[22] / 3.18 / 5
worst max-delay path: divided_clock / divided_clock / 2.96 / 1
worst min-delay path: cnt[32] / cnt[32] / 0.47 / 1
[stage by stage]
step                setup WS (ns)  hold slack [ns]  util [%]  total power [W]
global placement             3.20            0.464      32.7         0.000282
floorplan                    3.33            0.420         -         0.000279
CTS                          2.95            0.473      34.4         0.000486
global route                 2.90            0.491      34.4         0.000500
finish                       2.96            0.470      34.4         0.000478
detailed placement           3.18            0.461      32.7         0.000282
[state kept, by name, indices dropped and copies added (netlist names)]
register and count:
cnt 33, divided_clock 1
[cell usage in the layout, fill, tap and decap left out, types with 6 or more instances in the layout]
master,n
clkbuf_8,6
dfrtp_1,34
inv_1,7
nand2_1,10
nand3_1,10
nand4_1,7
nor2_1,10
nor4_1,11
nor4_2,6
xnor2_1,10
xor2_1,18
[cell usage after synthesis, drive strengths merged]
cell	count	area, µm²
nor4b	1	8.76
dfrtp	34	851
clkbuf	1	3.75
nor2	10	37.5
or3	1	6.26
o21ai	1	5.00
nand4	9	77.6
xor2	18	158
or4	3	30.0
o31ai	3	22.5
buf	5	38.8
a21oi	4	27.5
nor4	17	144
or2	1	6.26
and4b	1	10.0
nand3	10	50.1
ha	1	12.5
inv	7	26.3
and4	5	46.3
xnor2	10	87.6
nor3	4	20.0
nor2b	1	6.26
nand2	10	37.5
and3	1	7.51
Power and IR drop assume default switching activity.
