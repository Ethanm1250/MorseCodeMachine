==> /design/flow/design.v <==
`timescale 1ns / 1ps
module morseFSM (
  input [1:0] inputSignal,  
  input reset,
  input clk,
  output reg [7:0] letter0, 
  output reg [7:0] letter1,
  output reg [7:0] letter2,
  output reg [7:0] letter3,
  output reg [7:0] letter4,
  output reg [7:0] letter5,
  output reg [7:0] letter6,
  output reg [7:0] letter7,
  output reg [7:0] letter8,
  output reg [7:0] letter9,
  output reg done
);
  reg [7:0] letters [9:0];
  reg [5:0] state;
  reg [7:0] temp_letter;
  reg [3:0] counter;
  always @ (*) begin
  letter0 = letters[0];
  letter1 = letters[1];
  letter2 = letters[2];
  letter3 = letters[3];
  letter4 = letters[4];
  letter5 = letters[5];
  letter6 = letters[6];
  letter7 = letters[7];
  letter8 = letters[8];
  letter9 = letters[9];
end
  localparam start = 0,
             A = 1,
             B = 2,
             C = 3,
             D = 4,
             E = 5,
             F = 6,
             G = 7,
             H = 8,
             I = 9,
             J = 10,
             K = 11,
             L = 12,
             M = 13,
             N = 14,
             O = 15,
             P = 16,
             Q = 17,
             R = 18,
             S = 19,
             T = 20,
             U = 21,
             V = 22,
             W = 23,
             X = 24,
             Y = 25,
             Z = 26,
             space = 27;
  initial begin
      state = start;
      temp_letter = 8'b0;
      counter = 0;
  end
  always @ (posedge clk) begin
    if (inputSignal == 2'b11 && state != start) begin
        letters[counter] <= temp_letter;
        counter <= counter + 1;
        state <= start;
      end
    if (inputSignal == 2'b00) begin
        state <= state;
    end
    if (reset) begin
        state <= start;          
    end
      if (state == space) begin
      	state <= start;
      end
    if (state == start && inputSignal == 2'b01) begin
        state <= E;
      end
    if (state == start && inputSignal == 2'b10) begin
        state <= T;
      end
    if (state == E && inputSignal == 2'b01) begin
        state <= I;
      end
    if (state == E && inputSignal == 2'b10) begin
        state <= A;
      end
    if (state == T && inputSignal == 2'b01) begin
        state <= N;
      end
    if (state == T && inputSignal == 2'b10) begin
        state <= M;
      end
    if (state == I && inputSignal == 2'b01) begin
        state <= S;
      end
    if (state == I && inputSignal == 2'b10) begin
        state <= U;
      end
    if (state == A && inputSignal == 2'b01) begin
        state <= R;
      end
    if (state == A && inputSignal == 2'b10) begin
        state <= W;
      end
    if (state == N && inputSignal == 2'b01) begin
        state <= D;
      end
    if (state == N && inputSignal == 2'b10) begin
        state <= K;
      end
    if (state == M && inputSignal == 2'b01) begin
        state <= G;
      end
    if (state == M && inputSignal == 2'b10) begin
        state <= O;
      end
    if (state == S && inputSignal == 2'b01) begin
        state <= H;
      end
    if (state == S && inputSignal == 2'b10) begin
        state <= V;
      end
    if (state == U && inputSignal == 2'b01) begin
        state <= F;
      end
    if (state == R && inputSignal == 2'b01) begin
        state <= L;
      end
    if (state == W && inputSignal == 2'b10) begin
        state <= P;
      end
    if (state == W && inputSignal == 2'b10) begin
        state <= J;
      end
    if (state == D && inputSignal == 2'b01) begin
        state <= B;
      end
    if (state == D && inputSignal == 2'b10) begin
        state <= X;
      end
    if (state == K && inputSignal == 2'b01) begin
        state <= C;
      end
    if (state == K && inputSignal == 2'b10) begin
        state <= Y;
      end
    if (state == G && inputSignal == 2'b01) begin
        state <= Z;
      end
    if (state == G && inputSignal == 2'b10) begin
        state <= Q;
      end
  end
  always @( state ) begin
      case (state)
        start: begin done = 1; temp_letter = 0; end
        A: begin done = 0; temp_letter = 65; end
        B: begin done = 0; temp_letter = 66; end
        C: begin done = 0; temp_letter = 67; end
        D: begin done = 0; temp_letter = 68; end
        E: begin done = 0; temp_letter = 69; end
        F: begin done = 0; temp_letter = 70; end
        G: begin done = 0; temp_letter = 71; end
        H: begin done = 0; temp_letter = 72; end
        I: begin done = 0; temp_letter = 73; end
        J: begin done = 0; temp_letter = 74; end
        K: begin done = 0; temp_letter = 75; end
        L: begin done = 0; temp_letter = 76; end
        M: begin done = 0; temp_letter = 77; end
        N: begin done = 0; temp_letter = 78; end
        O: begin done = 0; temp_letter = 79; end
        P: begin done = 0; temp_letter = 80; end
        Q: begin done = 0; temp_letter = 81; end
        R: begin done = 0; temp_letter = 82; end
        S: begin done = 0; temp_letter = 83; end
        T: begin done = 0; temp_letter = 84; end
        U: begin done = 0; temp_letter = 85; end
        V: begin done = 0; temp_letter = 86; end
        W: begin done = 0; temp_letter = 87; end
        X: begin done = 0; temp_letter = 88; end
        Y: begin done = 0; temp_letter = 89; end
        Z: begin done = 0; temp_letter = 90; end
        space: begin done = 0; temp_letter = 32; end
      endcase
  end
endmodule
==> /design/flow/run.sh <==
#!/bin/bash
# OpenROAD 26Q1-2900-gdf79404cd8, Yosys 0.63+post, stock flow scripts
make -C /OpenROAD-flow-scripts/flow DESIGN_CONFIG=/design/flow/config.mk WORK_HOME=/design/flow/orfs finish
==> /design/flow/config.mk <==
export PLATFORM = sky130hd
export DESIGN_NAME = morseFSM
export DESIGN_NICKNAME = morseFSM
export VERILOG_FILES = /design/flow/design.v
export SDC_FILE = /design/flow/constraint.sdc
export NUM_CORES = 4
export LEC_CHECK = 1
export CORE_UTILIZATION = 40
==> /design/flow/constraint.sdc <==
current_design morseFSM

set clk_period 3.4
set clk_io_pct 0.2

create_clock -name clk0 -period $clk_period [get_ports {clk}]

set non_clock_inputs [all_inputs -no_clocks]
set_input_delay [expr $clk_period * $clk_io_pct] -clock clk0 $non_clock_inputs
set_output_delay [expr $clk_period * $clk_io_pct] -clock clk0 [all_outputs]
==> run_results.csv <==
group,metric,value,unit
run_status,run_status,"complete, no violations",
floorplanning,rows,34,
final_timing,grt_setup_unrepaired,"no",
power,p_per_area,563,nW/µm²
critical_path,crit_required,3620,ps
drt,drc,0,
grt,antenna_found_initial,0,
drt,vias_per_cell,5.29,
logic_synthesis,syn_area,3580,µm²
final_timing,setup_tns,0,ps
logic_synthesis,yosys.area.top_type,"edfxtp_1",
logic_synthesis,synth-cells-yosys,263,
drt,via_count,2384,
grt,grt_pass1_wl,11500,µm
final_timing,tightest_slew,692,ps
logic_synthesis,flop_cell,"edfxtp_1",
drt,wl_per_cell,16.9,µm
logic_synthesis,yosysChipArea,3580,µm²
grt,grt_max_degree,23,
clock_tree,cts_made_buffers,9,
drt,ant_nets,0,
critical_path,critPathSlowestCell,"clkdlybuf4s50_1",
clock_tree,cts_hold_buffers,0,
min_path,hp-class,"register to register",
critical_path,reg2reg_slack,990,ps
logic_synthesis,synth.most_common_cell,"edfxtp_1",
logic_synthesis,common_cells,"74 x edfxtp_1, 18 x nor2_1, 14 x buf_4, 14 x nand2_1, 10 x and2_1",
critical_path,critPathKind,"input port to register",
critical_path,critical_path.top_delay_family,"AND-OR/OR-AND gates",
clock_tree,clk_latency,340,ps
critical_path,slowest_delay,570,ps
floorplanning,coreArea,8680,µm²
placed_design,dpl.hpwl,5480,µm
floorplanning,die_h,96.6,µm
floorplanning,die_area,9330,µm²
final_timing,untimed_endpoints,79,
clock_tree,clk_pin_slew,90,ps
clock_tree,cts_buffer_depth,2,
logic_synthesis,avgSynthCellArea,13.6,µm²
final_timing,setup_violations,0,
floorplanning,initCoreUtil,41.2,%
final_timing,slew_viol_final,0,
power,peakVddDrop,0.254,mV
drt,wirelength,7600,µm
grt,overflow,0,
critical_path,worstPathMaxFanout,11,
power,power_leakage,1.58,nW
drt,first_pass_iters,4,
min_path,min_from,"counter[3]",
critical_path,end_kind,"register",
logic_synthesis,synth.distinct_cells,59,
logic_synthesis,yosys_warnings,1,
critical_path,cp_num_buf_inv,1,
floorplanning,chipWidth,96.6,µm
critical_path,worst_r2r_startpoint,"state[0]",
logic_synthesis,ys.flops,87,
final_timing,timing.fmax,397,MHz
clock_tree,cts_tree,"done",
drt,n_antenna_cell,0,
final_timing,unclocked_regs,8,
final_timing,slew_headroom,53.8,%
final_timing,fin_crit,2520,ps
final_layout,synthToLayoutAreaGrowth,27.1,%
drt,drt-initial-drc-count,62,
final_timing,hold_viol,0,
final_timing,clock-skew-final,18.5,ps
clock_tree,root_buffer,"clkbuf_8",
logic_synthesis,top_cells_by_area,"edfxtp_1 62%, dlxtn_1 3.4%, buf_4 2.9%",
clock_tree,postCtsResizedCells,0,
logic_synthesis,ys_async_sr_fraction,0,%
final_layout,final_area,4550,µm²
critical_path,cp-start-kind,"input port",
placed_design,place_area,4350,µm²
floorplanning,io_pins,85,
critical_path,critPathArrivalTime,2740,ps
grt,grt_use_total,17.8,%
placed_design,routabilityCongestion,0.944,
placed_design,port_buffers,74,
final_timing,layout_worst_path_cycle_share,74.1,%
run,tool_warnings,28,
logic_synthesis,top_cell_area_share,62.1,%
logic_synthesis,syn-instance-count,263,
logic_synthesis,edf_count,74,
critical_path,cp-startpoint,"inputSignal[0]",
final_layout,drive_gt1_share,8.75,%
run,max_cap_violations,0,
clock_tree,h-tree-depth,3,
critical_path,crit_chain,"clkdlybuf4s50_1 -> nand2b_1 -> nor2_2 -> a221oi_1 -> nand4_2 -> o311ai_2 -> a21oi_1",
clock_tree,cts_setup_buffers,0,
grt,grt_pass1_vias,2106,
## where the power goes
| part | switching (mW) | internal, mW | total, mW |
|---|---|---|---|
| Clock | 0.323 | 0.343 | 0.667 |
| Sequential | 0.0962 | 1.12 | 1.22 |
| Combinational | 0.400 | 0.278 | 0.678 |
| Total | 0.819 | 1.74 | 2.56 |
## through the flow
step	std cells	total power [mW]	setup WS (ps)	utilization (%)	hold WS [ps]
after detailed placement	435	1.90	547	50.2	645
after floorplan	272	1.76	1380	-	601
after global routing	451	2.70	733	52.4	694
final	451	2.56	881	52.4	660
after CTS	451	2.57	923	52.4	672
after global placement	435	1.92	587	50.2	643
## cells by family after synthesis
| kind of cell | count (synthesis) | synth area share, % |
|---|---|---|
| other | 1 | 0.105 |
| DFF | 79 | 64.9 |
| latches | 8 | 3.36 |
| muxes | 2 | 0.629 |
| xor gates and xnor gates | 3 | 0.734 |
| and+or+nand+nor | 93 | 14.3 |
| AOI/OAI and AO/OA | 46 | 9.51 |
| buffers and inverters | 27 | 5.03 |
| adders and majority gates | 4 | 1.40 |
## registers in the layout, indices dropped and copies added, names as in the netlist
register,count
letters,70
temp_letter,7
state,5
counter,4
done,1
## routing by layer
| metal | vias to the layer above | routed length [µm] | global-route usage (%) |
|---|---|---|---|
| met1 | 1106 | 3380 | 28.6 |
| met5 | - | 0 | 0 |
| met2 | 146 | 3290 | 25.3 |
| met3 | 16 | 764 | 7.08 |
| li1 | 1116 | - | - |
| met4 | 0 | 176 | 2.45 |
## cells in the final DEF (no fill, tap or decap), types with 5 or more instances in the layout
cell | Yosys | routed
nand2_1 | 14 | 14
clkdlybuf4s50_1 | 0 | 74
nand3_1 | 8 | 8
o21ai_0 | 6 | 6
clkbuf_8 | 0 | 9
and2_1 | 10 | 10
nor3_1 | 6 | 6
edfxtp_1 | 74 | 74
dlxtn_1 | 8 | 8
nor2_1 | 18 | 18
conb_1 | 1 | 10
a21oi_1 | 8 | 8
dfxtp_1 | 5 | 5
o22ai_1 | 7 | 7
nand2b_1 | 9 | 9
## worst paths after layout
check | end | depth (start not counted)
min | counter[3] | 1
min reg2reg | counter[3] | 1
max reg2reg | letters[5][2] | 5
max | state[2] | 7
## layout make-up
| type | count | area (µm²) |
|---|---|---|
| fill | 730 | 4130 |
| sequential | 87 | 2440 |
| multi-input combinational | 158 | 990 |
| timing repair buffer | 78 | 771 |
| tap | 108 | 135 |
| clock buffer | 10 | 128 |
| clock inverter | 6 | 67.6 |
| inverter | 4 | 15.0 |
## worst register-to-register path, cell delays in order (launching register included)
cell,delay (ps)
dfxtp_1,770
nor2_1,210
nand2_1,140
nand3_1,180
nor3b_1,380
and2_1,410
Power is estimated from default activity; no workload was simulated.
