[flow/design.v]
`timescale 1ns / 1ps
module vga_controller(
    input clk_100MHz,    
    input reset,         
    output video_on,     
    output hsync,        
    output vsync,        
    output p_tick,       
    output [9:0] x,      
    output [9:0] y       
    );
    parameter HD = 640;              
    parameter HF = 48;               
    parameter HB = 16;               
    parameter HR = 96;               
    parameter HMAX = HD+HF+HB+HR-1;  
    parameter VD = 480;              
    parameter VF = 10;               
    parameter VB = 33;               
    parameter VR = 2;                
    parameter VMAX = VD+VF+VB+VR-1;  
	reg  [1:0] r_25MHz;
	wire w_25MHz;
	always @(posedge clk_100MHz or posedge reset)
		if(reset)
		  r_25MHz <= 0;
		else
		  r_25MHz <= r_25MHz + 1;
	assign w_25MHz = (r_25MHz == 0) ? 1 : 0;  
    reg [9:0] h_count_reg, h_count_next;
    reg [9:0] v_count_reg, v_count_next;
    reg v_sync_reg, h_sync_reg;
    wire v_sync_next, h_sync_next;
    always @(posedge clk_100MHz or posedge reset)
        if(reset) begin
            v_count_reg <= 0;
            h_count_reg <= 0;
            v_sync_reg  <= 1'b0;
            h_sync_reg  <= 1'b0;
        end
        else begin
            v_count_reg <= v_count_next;
            h_count_reg <= h_count_next;
            v_sync_reg  <= v_sync_next;
            h_sync_reg  <= h_sync_next;
        end
    always @(posedge w_25MHz or posedge reset)       
        if(reset)
            h_count_next = 0;
        else
            if(h_count_reg == HMAX)                  
                h_count_next = 0;
            else
                h_count_next = h_count_reg + 1;         
    always @(posedge w_25MHz or posedge reset)
        if(reset)
            v_count_next = 0;
        else
            if(h_count_reg == HMAX)                  
                if((v_count_reg == VMAX))            
                    v_count_next = 0;
                else
                    v_count_next = v_count_reg + 1;
    assign h_sync_next = (h_count_reg >= (HD+HB) && h_count_reg <= (HD+HB+HR-1));
    assign v_sync_next = (v_count_reg >= (VD+VB) && v_count_reg <= (VD+VB+VR-1));
    assign video_on = (h_count_reg < HD) && (v_count_reg < VD);  
    assign hsync  = h_sync_reg;
    assign vsync  = v_sync_reg;
    assign x      = h_count_reg;
    assign y      = v_count_reg;
    assign p_tick = w_25MHz;
endmodule
[flow/run.sh]
#!/bin/bash
# OpenROAD 26Q1-2900-gdf79404cd8, Yosys 0.63+post, stock flow scripts
make -C /OpenROAD-flow-scripts/flow DESIGN_CONFIG=/design/flow/config.mk WORK_HOME=/design/flow/orfs finish
[flow/config.mk]
export PLATFORM = sky130hd
export DESIGN_NAME = vga_controller
export DESIGN_NICKNAME = vga_controller
export VERILOG_FILES = /design/flow/design.v
export SDC_FILE = /design/flow/constraint.sdc
export NUM_CORES = 4
export LEC_CHECK = 1
export CORE_UTILIZATION = 50
[flow/constraint.sdc]
current_design vga_controller

set clk_period 1.6
set clk_io_pct 0.2

create_clock -name clk0 -period $clk_period [get_ports {clk_100MHz}]

set non_clock_inputs [all_inputs -no_clocks]
set_input_delay [expr $clk_period * $clk_io_pct] -clock clk0 $non_clock_inputs
set_output_delay [expr $clk_period * $clk_io_pct] -clock clk0 [all_outputs]
==> impl_metrics.json <==
{
  "status": "finished clean",
  "insertedDiodeCount": 0,
  "clock_path_buffers": 2,
  "flop_cell": "dfrtp_1",
  "area_leaders": "dfrtp_1 (58%), ha_1 (5.3%), xnor2_1 (3.7%)",
  "io_buffers": 25,
  "async_flop_share_pct": 100,
  "area_delta_synth_final_pct": 23.1,
  "numCtsBuffers": 3,
  "initial_utilization_pct": 54.4,
  "die-height_um": 63.4,
  "drt-initial-drc-count": 67,
  "ioPinCount": 26,
  "cp_max_fo": 5,
  "peakVddDrop_mv": 0.257,
  "p_comb_share_pct": 2.9,
  "num_vias": 1237,
  "reg2reg_slack_ns": 0.30,
  "dr.pass1.iters": 4,
  "hold_path.class": "in -> async",
  "avgSynthCellArea_um2": 12.0,
  "fin_worst_skew_ns": 0.00571,
  "slew_viol_final": 0,
  "antenna_found_initial": 0,
  "grt_max_degree": 45,
  "routedWlPerCell_um": 13.0,
  "clk_latency_ns": 0.26,
  "power.leakage_nw": 1.01,
  "ys_types": 37,
  "yosys_cells": 157,
  "cp-startpoint": "v_count_reg[6]",
  "p_int_w": 0.000781,
  "tool_warnings": 32,
  "finalHoldViolCount": 0,
  "htreeDepth": 1,
  "vias_per_cell": 5.18,
  "netlist_area_um2": 1890,
  "rows": 21,
  "synth_top_area_share_pct": 58.4,
  "reg2reg_to": "v_sync_reg",
  "worstPathRequired_ns": 1.28,
  "fmax_ghz": 0.645,
  "synth_flop_count": 44,
  "grt-ovfl-total": 0,
  "min_period_over_period_pct": 96.9,
  "switching_share_pct": 20.8,
  "post-route-drc-count": 0,
  "groute.usage.overall_pct": 18.0,
  "cp.arrival_ns": 1.23,
  "power-per-cell-area_nw_per_um2": 424,
  "ys_seq_share_pct": 58.4,
  "criticalPathCategory": "reg -> out",
  "wl_mm": 3.11,
  "dp_hpwl_mm": 2.22,
  "r2r_start": "v_count_reg[7]",
  "finalSetupViolCount": 0,
  "setup_tns_ns": 0,
  "ff2ff_path_depth": 4,
  "setup.worst_path.end": "y[6]",
  "core-area_um2": 3470,
  "cp-start-kind": "register",
  "die_w_um": 63.4,
  "gp_congestion": 0.855,
  "yosys_area_um2": 1890,
  "period_needed_ns": 1.55,
  "cts_tree": "done",
  "rsz0062_at_grt": "false",
  "unclocked_regs": 20,
  "drive_gt1_share_pct": 19.2,
  "p_clk_share_pct": 35.7,
  "tightest_slew_ns": 0.345,
  "synthCells": 157,
  "slew_headroom_pct": 76.9,
  "top_area_cell": "dfrtp_1",
  "grt_pass1_wl_mm": 5.47,
  "untimed_endpoints": 40,
  "first_global_vias": 1159,
  "die_area_um2": 4020,
  "ys_warn_count": 1,
  "power_frac_seq_pct": 61.4,
  "path_clk_slew_ns": 0.08,
  "p_sw_w": 0.000205,
  "cp-end-kind": "output port",
  "antenna_left": 0,
  "cap_violations": 0,
  "edf_count": 0,
  "cts_hold_buf": 0,
  "cts_root_buf": "clkbuf_8",
  "final_util_pct": 67.0
}
-- power by group through the flow --
| stage | Combinational, W | Sequential, W | Clock, W |
|---|---|---|---|
| 4_1_cts | 0.0000300 | 0.000605 | 0.000371 |
| 5_1_grt | 0.0000337 | 0.000605 | 0.000396 |
| 6_report | 0.0000281 | 0.000605 | 0.000352 |
-- cells in the final DEF (no fill, tap or decap), types with 2 or more instances in the layout --
| master | synthesis | final |
|---|---|---|
| a21oi_1 | 2 | 2 |
| dfrtp_1 | 44 | 40 |
| buf_4 | 0 | 9 |
| nand2_1 | 18 | 18 |
| xor2_1 | 4 | 4 |
| o21ai_2 | 5 | 5 |
| buf_6 | 4 | 3 |
| nand4_1 | 6 | 6 |
| nand2b_1 | 3 | 3 |
| clkdlybuf4s50_1 | 0 | 23 |
| ha_1 | 8 | 7 |
| xnor2_1 | 8 | 8 |
| inv_2 | 0 | 2 |
| clkbuf_8 | 0 | 3 |
| nor3_1 | 3 | 3 |
| a311oi_1 | 2 | 2 |
| dfrtp_2 | 0 | 4 |
| nor2_1 | 7 | 7 |
| nand3_1 | 9 | 9 |
| inv_1 | 8 | 6 |
| dlygate4sd2_1 | 0 | 2 |
| o21ai_0 | 5 | 4 |
-- cell usage after synthesis (all sizes together) (2+ instances only) --
library cell  count
nor3              3
and2              3
inv               8
xnor2             8
buf               4
and3              3
ha                8
xor2              4
a311oi            2
nand2b            3
nor4              2
o21ai            10
nand4             6
nand2            19
dfrtp            44
nand3            10
nor2              7
and4              2
a21oi             2
-- cell families after synthesis --
group                      after synthesis  share of synthesized area, %
buffers and inverters                   13                          4.24
DFF                                     44                          58.4
xor gates and xnor gates                12                          5.57
and+or+nand+nor                         63                          20.3
AOI/OAI and AO/OA                       17                          6.23
adders and majority gates                8                          5.31
-- stage by stage --
stage	power, W	instance area (um^2)	instances	setup slack, ns	hold slack, ns
floorplan	0.000634	1890	157	0.249	0.386
global placement	0.000647	2240	234	0.163	0.396
detailed placement	0.000648	2240	234	0.135	0.397
CTS	0.00101	2310	239	0.00979	0.412
global route	0.00103	2320	239	0.00146	0.446
finish	0.000985	2320	239	0.0493	0.407
-- routing by layer --
layer / share of wire [%] / global-route usage [%] / vias to the layer above / routed length, um
met4: 0.39 / 1.42 / 0 / 12
met3: 3.0 / 1.84 / 2 / 94
met2: 44 / 25.8 / 29 / 1370
met1: 53 / 33.1 / 603 / 1640
met5: 0 / 0 / - / 0
li1: - / - / 603 / -
-- critical path, stage by stage, from the launching register on --
cell             delay (ns)
dfrtp_1                0.38
buf_6                  0.14
clkdlybuf4s50_1        0.45
-- area by class of cell --
class	count	area [um^2]
clock buffer	3	41.3
fill	275	1150
inverter	8	30.0
multi-input combinational	100	718
sequential	44	1110
tap	46	57.6
timing repair buffer	38	369
-- worst min-delay path by stage --
stage	to	slack, ns	cells past startpoint
finish	v_count_reg[0]	0.41	3
global route	v_count_reg[3]	0.45	3
CTS	v_count_reg[2]	0.41	3
-- what timing repair did --
| action | 4_1_cts | 5_1_grt |
|---|---|---|
| pin swaps | 4 | 0 |
| cloned | 0 | 0 |
| gates resized | 7 | 7 |
| setup endpoints to repair | 2 | 7 |
| buffers inserted | 2 | 0 |
Power figures rest on the tool's default switching activity, not on a simulated workload.
